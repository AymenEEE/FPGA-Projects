File: flow/design.v
`timescale 1ns / 100ps
module counter #(
	parameter WIDTH = 4
)(
	input logic			clk,
	input logic			rst,
	input logic			en,
	output logic [WIDTH-1:0] count
);
 always_ff @ (posedge clk, posedge rst)
	if (rst) count <= {WIDTH{1'b0}};	 
	else		count <= count + {{WIDTH-1{1'b0}}, en};
endmodule
module hexto7seg	(
	output	logic [6:0] out,   
	input		logic [3:0] in      
);
	always_comb
		case	(in)
		4'h0: out = 7'b1000000;
		4'h1: out = 7'b1111001;
		4'h2: out = 7'b0100100;
		4'h3: out = 7'b0110000;
		4'h4: out = 7'b0011001;
		4'h5: out = 7'b0010010;
		4'h6: out = 7'b0000010;
		4'h7: out = 7'b1111000;
		4'h8: out = 7'b0000000;
		4'h9: out = 7'b0011000;
		4'ha: out = 7'b0001000;
		4'hb: out = 7'b0000011;
		4'hc: out = 7'b1000110;
		4'hd: out = 7'b0100001;
		4'he: out = 7'b0000110;
		4'hf: out = 7'b0001110;
		default: out = 7'b0000000;   
		endcase
endmodule
module bin2bcd_16(
	input  logic [15:0] x,			 
	output logic [3:0]  BCD0, BCD1, BCD2, BCD3, BCD4   
);
   logic [35:0] result;   
   integer i;
   always_comb
        begin
            result[35:0] = 0;
            result[15:0] = x;
            for (i=0; i<16; i=i+1) begin
                if (result[19:16] >= 5)
                    result[19:16] = result[19:16] + 4'd3;
                if (result[23:20] >= 5)
                    result[23:20] = result[23:20] + 4'd3;
                if (result[27:24] >= 5)
                    result[27:24] = result[27:24] + 4'd3;
                if (result[31:28] >= 5)
                    result[31:28] = result[31:28] + 4'd3;
                result = result << 1;
            end
					BCD0 = result[19:16];
					BCD1 = result[23:20];		
					BCD2 = result[27:24];
               BCD3 = result[31:28];
               BCD4 = result[35:32];
        end
endmodule
module clktick #(
	parameter WIDTH = 10
)(
  input  logic             clk,       
  input  logic             rst,       
  input  logic             en,        
  input  logic [WIDTH-1:0] N,     	  
  output logic  		      tick       
);
logic [WIDTH-1:0] count;
always_ff @ (posedge clk, posedge rst)
    if (rst) begin
        tick <= 1'b0;
        count <= N;  
        end
    else if (en) begin
	    if (count == 0) begin
		    tick <= 1'b1;
		    count <= N;
	        end
	    else begin
		    tick <= 1'b0;
		    count <= count - 1'b1;
	        end
        end
endmodule
module lab5task1 (
	input logic MAX10_CLK1_50,
	input logic [1:0] KEY,
	input logic [9:0] SW,
	output logic pwmout,
	output logic [6:0] HEX0, HEX1, HEX2, HEX3, HEX4
);
logic tick;
logic [3:0] BCD0, BCD1, BCD2, BCD3, BCD4;
clktick tick_50k(
	.clk(MAX10_CLK1_50),
	.N(500),
	.en(1'b1),
	.rst(1'b0),
	.tick(tick)
);
pwm pulse_generator(
	.max(10'd999), 
	.load(tick),
	.clk(MAX10_CLK1_50),
	.data_in(SW),
	.pwm_out(pwmout)
);
bin2bcd_16 bin2bcd(
	.x({6'b0,SW}),
	.BCD0(BCD0),
	.BCD1(BCD1),
	.BCD2(BCD2),
	.BCD3(BCD3),
	.BCD4(BCD4)
);
hexto7seg SEG0(.in(BCD0), .out(HEX0));
hexto7seg SEG1(.in(BCD1), .out(HEX1));
hexto7seg SEG2(.in(BCD2), .out(HEX2));
hexto7seg SEG3(.in(BCD3), .out(HEX3));
hexto7seg SEG4(.in(BCD4), .out(HEX4));
endmodule
module pwm #(parameter WIDTH = 10)(
	input logic 				clk,
	input logic [WIDTH-1:0]	data_in,
	input logic					load,
	input logic [WIDTH-1:0]	max,
	output logic 				pwm_out
);
logic [WIDTH-1:0]			d;
logic [WIDTH-1:0]			count;
always_ff @ (posedge clk) 
	if(load == 1'b1) d <= data_in;
initial count = {WIDTH{1'b0}};
always_ff @ (posedge clk) begin
	if (count == max)
		count <= {WIDTH{1'b0}};
	else
		count <= count + 1'b1;
	if(count >= d)
		pwm_out <= 1'b0;
	else
		pwm_out <= 1'b1;
	end
endmodule
File: flow/run.sh
#!/bin/bash
# OpenROAD 26Q1-2900-gdf79404cd8, Yosys 0.63+post, stock flow scripts
make -C /OpenROAD-flow-scripts/flow DESIGN_CONFIG=/design/flow/config.mk WORK_HOME=/design/flow/orfs finish
File: flow/config.mk
export PLATFORM = sky130hd
export DESIGN_NAME = lab5task1
export DESIGN_NICKNAME = lab5task1
export VERILOG_FILES = /design/flow/design.v
export SDC_FILE = /design/flow/constraint.sdc
export NUM_CORES = 4
export LEC_CHECK = 1
export CORE_UTILIZATION = 40
File: flow/constraint.sdc
current_design lab5task1

set clk_period 14.7
set clk_io_pct 0.2

create_clock -name clk0 -period $clk_period [get_ports {MAX10_CLK1_50}]

set non_clock_inputs [all_inputs -no_clocks]
set_input_delay [expr $clk_period * $clk_io_pct] -clock clk0 $non_clock_inputs
set_output_delay [expr $clk_period * $clk_io_pct] -clock clk0 [all_outputs]
==> Changelog: implementation <==
### Implementation results

* Num rows at 36
* Synth flops at 32
* Die Size at 10700 um2
* Final Total Pwr at 1.06 mW
* Slew HR at 46.9%
* Largest net degree at the start of global routing at 16
* CP startpoint kind: input pin
* Die y size at 103 um
* Final min period at 14.00 ns
* CP Depth at 40
* CTS buffer count at 5
* Reg area at 741 um2
* Post-DP HPWL at 5.97 mm
* Drt first pass iters at 4
* Hold Fails Final Rpt at 0
* Count of inserted antenna diode cells at 0
* First-pass GRT wire length at 12.5 mm
* Antenna-violating nets left at 0
* Initial core utilization at 41.6%
* DRC viols at 0
* # clock sinks at 32
* Post-route clock period utilization at 95.2%
* Worst Setup Slack, final at 0.704 ns
* Vias at 3458
* Tightest Hold Check Type: reg2reg
* RSZ-0062 raised after global routing: false
* Yosys warning count at 6
* Worst Skew at 0.00252 ns
* YS chip area at 4100 um2
* Crit. End Element: output pin
* Level count of the clock H-tree at 2
* Setup tns final at 0 ns
* WHS at 0.464 ns
* Vias in the first global route at 2895
* Gpl congestion at 0.874
* Worst-skew pair later-pin latency at 0.27 ns
* Crit-path max FO at 10
* Crit-path max cell delay at 0.60 ns
* Reg2Reg Depth at 14
* Slowest cell on the critical path: clkdlybuf4s50_1
* Hold endpoint: pulse_generator.count[0]$_SDFF_PN0_
* Post-DP Area at 4530 um2
* Synth-to-layout area growth at 13.7%
* Max Freq at 71.4 MHz
* Static Leak at 1.97 nW
* # Cells Yosys at 492
* Area of the mapped netlist at 4100 um2
* Fillers at 936
* Avg Inst Size Synth at 8.33 um2
* Outcome: completed
* # port buffers at 36
* Maximum vdd drop at 300 uV
* Comb gate area at 3070 um2
* CTS root buf: clkbuf_8
* Flop-to-flop setup slack at 12.51 ns
* Cell Pwr Density at 228 nW/um2
* DP Worst Slack at 0.236 ns
* Log Warnings at 42
* HP Start: pulse_generator.count[0]$_SDFF_PN0_
* Critical path's top delay family: AND-OR/OR-AND gates
* WHS Path Cells at 1
* Grt ovf at 0
* Design area at 4660 um2
* Die width at 103 um
* Total routed wirelength at 7.61 mm
* Crit path DRT at 11.76 ns
* Post-synth EDFFs at 10
* DRT iter0 DRCs at 130
* WS Path Type: in2out
* Post-synthesis async set-or-reset flop share at 0%
* Critical Path Source: SW[9]
* Antenna violations before repair at 0
* Critical Path AT at 11.06 ns
* GRT Util Overall at 14.3%
* Synth Seq Share at 18.1%
* Buffer and inverter count on the worst path at 8
* Syn Inst Count at 492
* Reg2reg end: pulse_generator.pwm_out$_DFF_P_
* Most used cell, CP: ha_1
* Max clock buf depth at 2
* Ports at 49
* Avg Vias per Cell at 5.26
* Post-synth top flop: dfxtp_1
* CTS tree: done
* Setup violators final at 0
* RR Startpoint: pulse_generator.count[0]$_SDFF_PN0_
* Maxcap violations at 0
* Core area at 9860 um2
* Cell variety after synth at 90
* WL per Instance at 11.6 um
* Slew of the pin with the lowest slew margin at 0.790 ns
* Layout cells sized above 1 at 14.1%
* Worst-path clk slew at 0.06 ns
* Pins Over Slew Limit at 0
-- cell type report --
class | instances | area share, %
inverters | 47 | 3.78
clock buffers | 7 | 1.64
repair buffers | 44 | 9.07
multi-input cells | 394 | 65.9
flip-flops and latches | 32 | 15.9
clock inverters | 1 | 0.107
well taps | 133 | 3.57
-- cell families after synthesis --
| group | Yosys count | synth area share [%] |
|---|---|---|
| xor gates and xnor gates | 25 | 5.98 |
| other | 2 | 0.183 |
| buffers and inverters | 74 | 8.70 |
| and+or+nand+nor | 153 | 19.7 |
| AOI/OAI and AO/OA | 139 | 26.9 |
| adders and majority gates | 42 | 12.8 |
| DFF | 32 | 18.1 |
| muxes | 25 | 7.72 |
-- Yosys cell counts, types with 4 or more instances --
library cell  instances  area share [%]
o211ai_2              5             1.5
mux2_2                5             1.4
o22ai_1              15             2.3
and3_1                5            0.76
buf_4                14             2.6
buf_2                 6            0.73
clkbuf_1              5            0.46
nor2_1               37             3.4
mux2i_1              14             3.4
or2_2                 5            0.76
nor2b_1               8             1.2
nand2_1              34             3.1
ha_1                 42              13
a21o_1                9             1.6
nand3_1              16             2.0
a211oi_1              4            0.73
nand4_1               4            0.61
xnor2_1              16             3.4
dfxtp_1              22              11
xor2_1                7             1.5
o21ai_1               7            0.85
a21oi_1              22             2.7
o211ai_1              6             1.1
inv_1                44             4.0
nand2b_1              8             1.2
nor3_1               12             1.5
edfxtp_1             10             7.3
o21ai_0              14             1.7
-- flip-flops by register name, summed over array words and instances (netlist names) --
signal and count:
pulse_generator.pwm_out 1, tick_50k.count 10, tick_50k.tick 1, pulse_generator.d 10, pulse_generator.count 10
-- worst reg2reg max path: cells and delay by family (launching register included) --
family	cells	cell delay [ns]
and+or+nand+nor	5	0.39
AOI/OAI and AO/OA	7	1.03
adders and majority gates	1	0.27
buffers and inverters	1	0.06
DFF	1	0.38
-- per-layer routing --
metal | vias to the layer above | wire length, um | share of wire (%) | track usage [%]
li1 | 1829 | - | - | -
met1 | 1577 | 3920 | 52 | 21.3
met2 | 44 | 3460 | 45 | 24.0
met3 | 8 | 159 | 2.1 | 0.956
met4 | 0 | 76 | 1.0 | 1.30
met5 | - | 0 | 0 | 0
-- how the worst max path moves through the flow --
stage | slack (ns) | endpoint
CTS | 0.19 | HEX1[3]
global route | 0.06 | HEX1[3]
finish | 0.70 | HEX1[3]
-- metrics by stage --
step	utilization (%)	instances
4_1_cts	46.7	657
3_5_place_dp	45.9	649
3_3_place_gp	45.9	649
2_1_floorplan	-	500
5_1_grt	47.3	658
6_report	47.3	658
-- what timing repair did --
item / in CTS / in global routing
hold buffers: 0 / 0
resized: 0 / 10
buffers inserted: 0 / 1
setup endpoints to repair: 0 / 3
-- placed cells by master, fill, tap and decap left out, drive strengths merged, types with 5 or more instances in the layout --
master	count
mux2i	17
nor2	39
inv	46
a21o	9
conb	10
clkdlybuf4s50	35
or2	5
o21ai	24
o211ai	11
nor2b	8
nand2	34
edfxtp	10
clkbuf	7
and3	5
o22ai	15
dfxtp	22
buf	8
a211oi	7
nor3	12
xnor2	18
ha	42
a21oi	25
nand2b	8
mux2	7
nand3	17
xor2	7
-- report_power, final --
group          switching, mW  internal, mW  total [mW]
combinational          0.416         0.495       0.911
clock                 0.0286        0.0331      0.0617
sequential                 0        0.0910      0.0910
Power figures rest on the tool's default switching activity, not on a simulated workload.
