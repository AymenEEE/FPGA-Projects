**flow/run.sh**
```bash
#!/bin/bash
# OpenROAD 26Q1-2900-gdf79404cd8, Yosys 0.63+post, stock flow scripts
make -C /OpenROAD-flow-scripts/flow DESIGN_CONFIG=/design/flow/config.mk WORK_HOME=/design/flow/orfs finish
```
**flow/config.mk**
```make
export PLATFORM = sky130hd
export DESIGN_NAME = task1_top
export DESIGN_NICKNAME = task1_top
export VERILOG_FILES = /design/flow/design.v
export SDC_FILE = /design/flow/constraint.sdc
export NUM_CORES = 4
export LEC_CHECK = 1
export CORE_AREA = 10 10 70 70
export DIE_AREA = 0 0 80 80
```
**flow/constraint.sdc**
```tcl
current_design task1_top

set clk_period 1.1
set clk_io_pct 0.2

create_clock -name clk0 -period $clk_period

set non_clock_inputs [all_inputs -no_clocks]
set_input_delay [expr $clk_period * $clk_io_pct] -clock clk0 $non_clock_inputs
set_output_delay [expr $clk_period * $clk_io_pct] -clock clk0 [all_outputs]
```
**flow/design.v**
```verilog
module task1_top(
	input logic [3:0] SW,
	output logic [6:0] HEX0
);
	hexto7seg		SEG0 (.out(HEX0), .in(SW[3:0]));
endmodule
`timescale 1ns / 100ps
module counter #(
	parameter WIDTH = 4
)(
	input logic			clk,
	input logic			rst,
	input logic			en,
	output logic [WIDTH-1:0] count
);
 always_ff @ (posedge clk, posedge rst)
	if (rst) count <= {WIDTH{1'b0}};	 
	else		count <= count + {{WIDTH-1{1'b0}}, en};
endmodule
module hexto7seg	(
	output	logic [6:0] out,   
	input		logic [3:0] in      
);
	always_comb
		case	(in)
		4'h0: out = 7'b1000000;
		4'h1: out = 7'b1111001;
		4'h2: out = 7'b0100100;
		4'h3: out = 7'b0110000;
		4'h4: out = 7'b0011001;
		4'h5: out = 7'b0010010;
		4'h6: out = 7'b0000010;
		4'h7: out = 7'b1111000;
		4'h8: out = 7'b0000000;
		4'h9: out = 7'b0011000;
		4'ha: out = 7'b0001000;
		4'hb: out = 7'b0000011;
		4'hc: out = 7'b1000110;
		4'hd: out = 7'b0100001;
		4'he: out = 7'b0000110;
		4'hf: out = 7'b0001110;
		default: out = 7'b0000000;   
		endcase
endmodule
```
==> run notes <==
Implementation results. Remaining antenna violation count landed at 0. Dividing the detail-routed wire length by the instance count gives 10.2 µm. Compared with the post-synthesis result, the final layout area differs by 164%. The congestion estimate from routability-driven global placement came to approximately 0.73.

The checks that failed: setup timing. Number of antenna violations at the first check in global routing landed at 0. Via count of the first global-routing pass landed at between 300 and 400.

Cell count after synthesis landed at 34. The flow ran to the end, but the final reports show violations. Final tally of hold violations landed at 0. Counting the clock-network buffers in the layout gives 0. Across all checked pins, the minimum headroom to the slew limit is 0.895. In this run the horizontal extent of the chip is approximately 80 µm.

In the layout the commonest cells are buf_4, buf_6, buf_2. VDD sags by at most 0.182 mV. The synth_stat.txt file lists the number of cells as 34.

Yosys reports a chip area of approximately 260 µm². The worst setup path is launched from a primary input. Fraction of layout instances using a drive strength above 1 landed at 0.730.

XOR/XNOR share of the synthesized area landed at 0. Per the detail_route report, DRC violations left total 0. The share of the Yosys chip area taken by registers is 0. During I/O placement, the number of pins put on the boundary was 11. In this run, the synthesized area fraction spent on adder and majority cells is recorded as 0.290.

In this run, the synthesized area fraction spent on and/or/nand/nor cells is recorded as 0.179. For this block, the via count after detailed routing is 340. In this run, the synthesized area fraction spent on AND-OR/OR-AND gates is recorded as 0.232. By startpoint and endpoint, the worst setup path is classified as in -> out. The final timing report counts setup violations totalling 7. Routed via count divided by cell count landed at 3.12.

Area taken by flip-flops and latches landed at 0 µm². Yosys reports the multiplexer fraction of the synthesized area as 0.198. STA reports the tightest min-delay check as being of type in -> out. Number of standard-cell rows in the floorplan landed at 21.

Area of the core landed at 3420 µm². Global routing finished with a remaining overflow of 0. Actual transition at the worst max-transition pin landed at ~150 ps. Largest fanout on the critical path landed at 4. Synthesized area divided by synthesized cell count landed at 7.62 µm².

The top cell type in the final layout, fill and taps aside, is buf_4. There are 0 flip-flops and latches. The cell area that synthesis handed to floorplanning was 259 µm².

The first detailed-routing pass ran for 4 iterations. The repair_antennas step left the layout with diodes totalling 0. In this build the clock could be raised as far as 713 MHz. Accumulated negative setup slack landed at -1420 ps. The floorplan step set the die height to 80 µm. Among the non-sequential cells, adder cells take the most area.

The final report gives the core utilization as 0.200. Once routing completed, OpenROAD measured the worst setup slack at -302 ps. Setup repair after global routing could not meet its margin everywhere. Leakage power landed at around 0.0003 µW. Final critical delay including setup and external delays landed at 1400 ps. Number of warnings issued by yosys landed at 1. Per the summary, power density relative to cell area is 350 nW/µm². Maximum number of pins on one net before global-route repair landed at 9. Aggregate routed wire length landed at 1.11 mm.

In this run the full chip footprint comes out at 6400 µm². Floorplan utilization landed at 0.0758. Worst endpoint data arrival time landed at 1180 ps.

Count of max-cap constraint violations landed at 0. Detailed placement finished with a half-perimeter wire length of approximately 690 µm. Of the available clock period, the critical path in the final layout requires 1.27. For this design, the CTS-stage hold fixing added 0 buffers.

Port buffering added 11 buffers. The detailed router finished its first iteration with 12 violations. Pins over their slew limit in the final report were tallied at 0. Across every metal layer, demand over resource in global routing totals 0.0332.

STA classifies the critical path endpoint as an output port. Number of distinct library cell variants in the gate-level netlist after synthesis landed at 18. Number of warnings the tools reported landed at 40. Global-route wire length before repair landed at 1.80 mm.

The critical path endpoint has a required time of ~880 ps.
==> timing repair <==
action                     4_1_cts  5_1_grt
pin swaps                        6        7
buffers inserted                 7        5
cloned                           1        0
resized                         67       16
setup endpoints to repair        7        7
==> synthesized netlist by cell type (all sizes together) <==
cell type | number | area [µm²]
nand2b | 1 | 6.26
mux2i | 4 | 40.0
nor2 | 5 | 21.3
a21oi | 1 | 5.00
buf | 1 | 11.3
nand2 | 1 | 3.75
o21ai | 4 | 20.0
inv | 3 | 11.3
a22o | 2 | 17.5
a32o | 1 | 10.0
clkbuf | 1 | 3.75
nor2b | 1 | 6.26
ha | 6 | 75.1
or3b | 1 | 8.76
mux2 | 1 | 11.3
o211ai | 1 | 7.51
==> through the flow <==
step	hold slack [ps]	instance area, µm²	std cells	worst slack (ps)	power [µW]
after detailed placement	1480	484	97	-1180	168
after floorplan	540	272	34	-2.69	68.6
after global placement	1490	484	97	-1150	164
after CTS	874	623	105	-276	213
after global routing	907	684	109	-362	264
final	821	684	109	-302	239
==> report_power, final <==
part | switching [µW] | total (µW) | internal, µW
clock | 0 | 0 | 0
combinational | 98.4 | 239 | 141
sequential | 0 | 0 | 0
total | 98.4 | 239 | 141
==> cell families after synthesis <==
family | count (synthesis)
buffers and inverters | 5
adder cells (fa/ha/maj) | 6
AND/OR/NAND/NOR | 9
AND-OR/OR-AND | 9
multiplexers | 5
==> worst paths after layout <==
path	start	to	depth (start not counted)
hold / removal	SW[3]	HEX0[0]	4
setup / recovery	SW[1]	HEX0[6]	6
==> worst max-delay path, stage by stage <==
cell and delay [ps]:
buf_8 110, buf_6 120, ha_4 170, mux2_2 270, a22o_1 180, buf_2 120
==> metal layers <==
layer  vias up  part of all wire  track usage
met2        10              0.41       0.0474
met1       154              0.51       0.0494
met4         0                 0            0
met3         0             0.081       0.0114
li1        176                 -            -
met5         -                 0            0
==> layout make-up <==
cell class	instances	area (µm²)
fill	374	2730
inverter	3	31.3
multi-input combinational	29	332
tap	46	57.6
timing repair buffer	31	264
Power is estimated from default activity; no workload was simulated.
