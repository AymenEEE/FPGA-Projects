### flow/config.mk
export PLATFORM = sky130hd
export DESIGN_NAME = task2_top
export DESIGN_NICKNAME = task2_top
export VERILOG_FILES = /design/flow/design.v
export SDC_FILE = /design/flow/constraint.sdc
export NUM_CORES = 4
export LEC_CHECK = 1
export CORE_AREA = 10 10 70 70
export DIE_AREA = 0 0 80 80
### flow/constraint.sdc
current_design task2_top

set clk_period 1.8
set clk_io_pct 0.2

create_clock -name clk0 -period $clk_period

set non_clock_inputs [all_inputs -no_clocks]
set_input_delay [expr $clk_period * $clk_io_pct] -clock clk0 $non_clock_inputs
set_output_delay [expr $clk_period * $clk_io_pct] -clock clk0 [all_outputs]
### flow/design.v
module task2_top(
	input logic [9:0] SW,
	output logic [6:0] HEX0,
	output logic [6:0] HEX1,
	output logic [6:0] HEX2
);
	hexto7seg		SEG0 (.out(HEX0), .in(SW[3:0]));
	hexto7seg		SEG1 (.out(HEX1), .in(SW[7:4]));
	hexto7seg		SEG2 (.out(HEX2), .in({2'b00,SW[9:8]}));
endmodule
`timescale 1ns / 100ps
module counter #(
	parameter WIDTH = 4
)(
	input logic			clk,
	input logic			rst,
	input logic			en,
	output logic [WIDTH-1:0] count
);
 always_ff @ (posedge clk, posedge rst)
	if (rst) count <= {WIDTH{1'b0}};	 
	else		count <= count + {{WIDTH-1{1'b0}}, en};
endmodule
module hexto7seg	(
	output	logic [6:0] out,   
	input		logic [3:0] in      
);
	always_comb
		case	(in)
		4'h0: out = 7'b1000000;
		4'h1: out = 7'b1111001;
		4'h2: out = 7'b0100100;
		4'h3: out = 7'b0110000;
		4'h4: out = 7'b0011001;
		4'h5: out = 7'b0010010;
		4'h6: out = 7'b0000010;
		4'h7: out = 7'b1111000;
		4'h8: out = 7'b0000000;
		4'h9: out = 7'b0011000;
		4'ha: out = 7'b0001000;
		4'hb: out = 7'b0000011;
		4'hc: out = 7'b1000110;
		4'hd: out = 7'b0100001;
		4'he: out = 7'b0000110;
		4'hf: out = 7'b0001110;
		default: out = 7'b0000000;   
		endcase
endmodule
### flow/run.sh
#!/bin/bash
# OpenROAD 26Q1-2900-gdf79404cd8, Yosys 0.63+post, stock flow scripts
make -C /OpenROAD-flow-scripts/flow DESIGN_CONFIG=/design/flow/config.mk WORK_HOME=/design/flow/orfs finish
==> Changelog: implementation <==
### Changed

- Global route overflow: 0
- Final hold vios: 0
- Required @ worst endpoint: approximately 1.4 ns
- Post-Syn Instances: 81
- Vias/cell: approximately 4.0
- Library cells used by synthesis: 26
- Die Footprint: 6400 um^2
- Final core occ: 32.0%
- Yosys cell count: 81
- Final setup margin: about 0.043 ns
- Detailed-route DRC error count: 0
- # rows: 21
- Number of global-route vias before repair: 639
- Largest net degree at the start of global routing: 10
- CP max FO: 4
- CTS Hold Bufs: 0
- Final Cycle Share: 97.6%
- CORE AREA: between 3000 and 4000 um^2
- Fin crit period: 1.76 ns
- Total vias in the final route: 680
- Flip-flop and latch count: 0
- Gp weighted congestion: 0.857
- Most common logic cell in the routed design: buf_4
- Total Wirelength: 1910 um
- Worst-case vdd ir drop: 50.4 uV
- Clock buffers: 0
- Antenna cells: 0
- Final Max Slew Viols: 0
- Fillers: 355
- Start point of the worst hold path: SW[2]
- Share of cells above drive strength 1: 40.3%
- Worst path cell trace: buf_2 > buf_6 > ha_4 > mux2_4 > a22o_1 > clkdlybuf4s15_1
- Slowest cell on crit path: mux2_4
- Final setup viols: 0
- Mean Syn Cell Area: about 6.8 um^2
- PD cells: 215 nW/um^2
- Initial DRC count: 30
- Hpwl dp: 1560 um
- Crit path launch: SW[1]
- Initial antenna violation count: 0
- Final ANT Viol Nets: 0
- Port Buffers: 30
- Setup TNS: 0 ns
- F_max: 569 MHz
- Arr. time, crit path: 1.40 ns
- Fp_density: about 16%
- Sequential cell area: 0 um^2
- Worst setup SP type: input pin
- Top delay family on crit path: buffers and inverters
- Maxcap violations: 0
- Status: finished, final reports clean
- Seq share, synth: 0%
- Die Y-Extent: 80 um
- YS chip area: 552 um^2
- YS warnings: 1
- Mapped cell area: 552 um^2
- Worst path bufs/invs: 3
- RSZ-0062 raised after global routing: false
- Setup CP Type: in2out
- CP Capture Type: output port
- Worst min-delay path category: in2out
- Dpl ws: -0.798 ns
- Tool warnings: between 40 and 50
- GRT Total Usage: 5.63%
- Drt wl/cell: 11.2 um
- First-pass GRT wire length: 3100 um
- Layout area overhead: 98.0%
- I/O pin cnt: 31
- Crit-path max cell delay: approximately 0.27 ns
- Die W: 80 um
- Most common logic cells in the final layout: buf_4, dlygate4sd2_1, nor2_1
- Pleak: between 0.5 and 0.6 nW
- DRT Pass-1 Iters: 4
==> power breakdown <==
part           switching (W)  internal (W)
registers                  0             0
logic              0.0000973      0.000138
clock network              0             0
==> path summary, 6_finish.rpt <==
path	endpoint	slack, ns	depth (start not counted)
hold / removal	HEX0[0]	1.18	3
setup / recovery	HEX0[6]	0.04	6
==> area by class of cell <==
cell class | instances | area, um^2 | area share [%]
inverters | 7 | 33.8 | 3.09
multi-input cells | 67 | 577 | 52.8
well taps | 46 | 57.6 | 5.27
repair buffers | 50 | 424 | 38.8
==> through the flow <==
| stage | std cells | area [um^2] | power [W] | hold WS [ns] |
|---|---|---|---|---|
| after global placement | 169 | 1000 | 0.000228 | 1.59 |
| after global routing | 170 | 1090 | 0.000259 | 1.24 |
| after CTS | 170 | 1090 | 0.000235 | 1.23 |
| after floorplan | 81 | 552 | 0.0000869 | 0.730 |
| after detailed placement | 169 | 1000 | 0.000228 | 1.60 |
| final | 170 | 1090 | 0.000235 | 1.18 |
==> per-layer routing <==
layer	routed length (um)	up-vias	GRT usage (%)	part of all wire, %
li1	-	361	-	-
met1	845	313	7.58	44
met2	1030	6	10.2	54
met3	36	0	0.227	1.9
met4	0	0	0	0
met5	0	-	0	0
==> logic make-up after synthesis <==
| kind of cell | count (synthesis) | share of synthesized area, % |
|---|---|---|
| AOI/OAI and AO/OA | 24 | 28.1 |
| adders and majority gates | 12 | 27.2 |
| buffers and inverters | 14 | 13.4 |
| muxes | 4 | 7.71 |
| other | 1 | 0.680 |
| and+or+nand+nor | 26 | 22.9 |
==> cell usage after synthesis, types with 2 or more instances <==
library cell	instances	area, um^2
a21oi_1	5	25.0
a22o_1	3	26.3
buf_2	2	10.0
buf_4	5	37.5
ha_1	12	150
inv_1	6	22.5
mux2i_1	2	20.0
nand2_1	6	22.5
nor2_1	13	48.8
nor2b_1	2	12.5
o21ai_0	2	10.0
o21ai_1	4	20.0
o22ai_1	3	18.8
o31ai_1	2	15.0
o32ai_1	2	17.5
or3b_1	2	17.5
==> repair_timing <==
item,in CTS,in global routing
endpoints found under the hold margin,0,0
gates resized,75,6
setup buffers,1,0
pin swaps,2,1
setup endpoints to repair,18,3
Power figures rest on the tool's default switching activity, not on a simulated workload.
